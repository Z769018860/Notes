**design/flow/run.sh**
```bash
#!/bin/bash
# OpenROAD 26Q1-2900-gdf79404cd8, Yosys 0.63+post, stock flow scripts
make -C /OpenROAD-flow-scripts/flow DESIGN_CONFIG=/design/flow/config.mk WORK_HOME=/design/flow/orfs finish
```
**design/flow/config.mk**
```make
export PLATFORM = sky130hd
export DESIGN_NAME = fifo
export DESIGN_NICKNAME = fifo
export VERILOG_FILES = /design/flow/design.v
export SDC_FILE = /design/flow/constraint.sdc
export NUM_CORES = 4
export LEC_CHECK = 1
export CORE_UTILIZATION = 30
```
**design/flow/constraint.sdc**
```tcl
current_design fifo

set clk_period 2.4
set clk_io_pct 0.2

create_clock -name clk0 -period $clk_period [get_ports {clk}]

set non_clock_inputs [all_inputs -no_clocks]
set_input_delay [expr $clk_period * $clk_io_pct] -clock clk0 $non_clock_inputs
set_output_delay [expr $clk_period * $clk_io_pct] -clock clk0 [all_outputs]
```
**design/flow/design.v**
```verilog
`timescale 1ns/1ps
module fifo(
    input clk,
    input rst,
    input [3:0] Data_In,
    output [7:0] Data_Out,
    output input_valid,  output_valid,
    input input_enable, output_enable);
reg [7:0] Data_Out;
reg [7:0] ram [7:0];
reg writelow; 
reg [2:0]pos_write,pos_read;
reg input_valid,  output_valid;
always@(posedge clk)begin
  if(rst)begin
    pos_read<=0;
    pos_write<=0;
    writelow<=1;
    Data_Out<=0;
    input_valid=1;
    output_valid=0;
    end
    else
    case({input_enable,input_valid,output_enable,output_valid})
        4'b1100: 
        begin 
            if(writelow)begin
            ram[pos_write][3:0]<=Data_In;
            writelow<=~writelow;
            end
            else begin
            ram[pos_write][7:4]<=Data_In;
            writelow<=~writelow;
            pos_write<=pos_write+1;
            end
        if(!(pos_read==(pos_write+1)||(pos_write-7)==pos_read))
        begin
        input_valid<=1;
        output_valid<=0;
        end
        else
        begin
        input_valid<=0;
        output_valid<=1;
        end
        end
        4'b0011:
        begin
            Data_Out<=ram[pos_read];
            pos_read<=pos_read+1;
            input_valid<=1;
            output_valid<=0;
        end
        default:
        ;
    endcase
    end
endmodule
```
==> results.cfg <==
; flow metrics
[worst_setup_path]
crit_chain = clkdlybuf4s50_1 -> and4bb_4 -> nand3_1 -> nor3_1 -> buf_4
crit_fanout = 6
cp.required_ns = 2.48
cp.arrival_ns = 2.01
slowest_stage = clkdlybuf4s50_1
cp-start-kind = primary input
cpLargestDelayFamily = simple AND/OR/NAND/NOR gates
path_class = in2reg
cp-end-kind = register
path_buffers = 2
slowest_delay_ns = 0.49
r2r_slack_ns = 0.72

[logic_synthesis]
ys_async_sr_fraction_pct = 0
ys.flop_type = edfxtp_1
top_cell_area_share_pct = 57.5
edf_count = 64
topCellsByArea = edfxtp_1, dfxtp_1, mux2i_1
yosysWarnings = 1
ys_chip_area_sq_mm = 0.00334
yosys_cells = 217
synth_flops = 81
ys_seq_share_pct = 67.7
top_area_cell = edfxtp_1
synth_area_per_cell_sq_um = 15.4
syn_area_sq_mm = 0.00334
synth_top_cell_by_count = edfxtp_1
common_cells = edfxtp_1, mux2i_1, dfxtp_1
synthDistinctLibCells = 35
postSynthCellCount = 217

[floorplanning]
fp_util_pct = 30.8
dieArea_sq_mm = 0.0116
die-width_microns = 108
fp-row-count = 38
core-area_sq_mm = 0.0108
io-pin-count = 18
die_h_microns = 108

[min_path]
hp-class = reg2reg

[final_timing]
fmax_ghz = 0.517
period_needed_ns = 1.94
finalCritPeriodShare_pct = 80.6
slew_violations = 0
slew_headroom_pct = 49.4
final.setup.worst_slack_ns = 0.465
hold_ws_ns = 0.470
skew_ns = 0.00683
finalSetupTns_ns = 0
tightestPinTransition_ns = 0.756
finalHoldViolCount = 0
rsz0062_at_grt = no
finalSetupViolations = 0

[grt]
grt_pass1_vias = 1913
grt_pass1_wl_microns = 9890
grt_overflow = 0
grt_max_degree = 36
antenna_found_initial = 0
grtUsageTotal_pct = 12.0

[placement]
port-buffer-count = 17
post-place-ws_ns = 0.116
hpwl_microns = 4230
gp_congestion = 0.790
dp.cells = 380

[clock_tree]
cts_buffers = 9
cts_hold_repair.buffers = 0
ctsResizeCount = 0
clockBufferDepth = 2
htreeDepth = 3
clock_sinks = 81
clock_latency_ns = 0.35
cts_root_buf = clkbuf_8
worst_setup_hold_path_clk_slew_ns = 0.08
cts_tree = done
cts_setup_buffers = 0

[route]
wl_met1_microns = 2660
drt_first_pass_iters = 4
postRouteAntennaNets = 0
n_antenna_cell = 0
dr_total_vias = 1905
vias_per_cell = 4.81
met2_length_microns = 3110
wl_met3_microns = 358
wl_microns = 6240
drt-wirelength-per-cell_microns = 15.8
highest_layer = met4
drc = 0
drt_iter0_markers = 80

[power]
p_per_area_mw_per_mm2 = 630
p_switching_w = 0.000547
comb_power_share_pct = 2.7
sw_frac_of_total_pct = 22.2
power.leakage_nw = 1.20
ir_drop_uv = 207
p_int_w = 0.00192
power.share.clock_pct = 35.7
seqPwrFrac_pct = 61.6

[status]
status = completed

[finish]
final_util_pct = 36.1
area_delta_synth_final_pct = 17.3
fin_cells = 396
layout-drive-gt1-share_pct = 16.0
regArea_sq_mm = 0.00226
layout.area.comb_sq_um = 975
fillers = 1033

[run]
drv_cap = 0
warnings = 25
==> per-stage QoR <==
step,area (sq um),power (W)
finish,3920,0.00247
global route,3920,0.00255
CTS,3920,0.00249
detailed placement,3740,0.00162
global placement,3740,0.00162
floorplan,3340,0.00158
==> sequential cells by signal, indices dropped and copies added (netlist names) <==
register,flops
pos_read,3
output_valid,1
input_valid,1
ram,64
writelow,1
Data_Out,8
pos_write,3
==> power groups by stage <==
stage	clock [W]	combinational [W]	sequential, W
CTS	0.000905	0.0000676	0.00152
global route	0.000958	0.0000730	0.00152
finish	0.000882	0.0000663	0.00152
==> path summary, 6_finish.rpt <==
path,start,to,cells after the start
setup / recovery,output_enable,ram[7][0],5
hold / removal,Data_Out[4],Data_Out[4],1
setup reg to reg,input_valid,ram[7][0],4
hold reg to reg,Data_Out[4],Data_Out[4],1
==> area by class of cell <==
| class | count | share of cell area (%) |
|---|---|---|
| clock inverters | 7 | 1.41 |
| multi-input cells | 121 | 24.9 |
| well taps | 140 | 4.47 |
| flip-flops and latches | 81 | 57.8 |
| repair buffers | 34 | 7.92 |
| inverters | 4 | 0.383 |
| clock buffers | 9 | 3.16 |
==> layer usage <==
| metal | vias to the layer above | global-route usage [%] |
|---|---|---|
| li1 | 920 | - |
| met1 | 919 | 16.7 |
| met2 | 56 | 19.0 |
| met3 | 10 | 4.20 |
| met4 | 0 | 2.35 |
| met5 | - | 0 |
==> cells by family after synthesis <==
kind of cell	Yosys count	share of synthesized area, %
AOI/OAI and AO/OA	35	7.83
muxes	32	9.59
buffers and inverters	15	3.11
and+or+nand+nor	48	9.51
adders and majority gates	2	0.749
xor gates and xnor gates	4	1.50
DFF	81	67.7
==> placed cells by master (no fill, tap or decap), types with 5 or more instances in the layout <==
cell | netlist | layout
a32o_1 | 8 | 8
a22oi_1 | 16 | 16
clkbuf_8 | 0 | 9
buf_4 | 1 | 16
nor3_1 | 12 | 12
dfxtp_1 | 17 | 16
edfxtp_1 | 64 | 64
nor2_1 | 6 | 6
a21oi_1 | 5 | 5
nand2_1 | 5 | 5
clkinvlp_4 | 0 | 5
clkdlybuf4s50_1 | 0 | 17
mux2i_1 | 32 | 32
No activity file was given, so power comes from the tool's default toggle rates.
