File: design/flow/run.sh
#!/bin/bash
# OpenROAD 26Q1-2900-gdf79404cd8, Yosys 0.63+post, stock flow scripts
make -C /OpenROAD-flow-scripts/flow DESIGN_CONFIG=/design/flow/config.mk WORK_HOME=/design/flow/orfs finish
File: design/flow/config.mk
export PLATFORM = sky130hd
export DESIGN_NAME = dma
export DESIGN_NICKNAME = dma
export VERILOG_FILES = /design/flow/design.v
export SDC_FILE = /design/flow/constraint.sdc
export NUM_CORES = 4
export LEC_CHECK = 1
export CORE_UTILIZATION = 50
File: design/flow/constraint.sdc
current_design dma

set clk_period 3.5
set clk_io_pct 0.2

create_clock -name clk0 -period $clk_period [get_ports {clk}]

set non_clock_inputs [all_inputs -no_clocks]
set_input_delay [expr $clk_period * $clk_io_pct] -clock clk0 $non_clock_inputs
set_output_delay [expr $clk_period * $clk_io_pct] -clock clk0 [all_outputs]
File: design/flow/design.v
module dma(
input clk,
input resetn,
input mode,
input dma_to_mem_enable,  
input mem_to_dma_valid,  
input dma_to_cpu_enable,  
input cpu_to_dma_valid,  
input [3:0] mem_data_out,
input [7:0] cpu_data_out,
output reg dma_to_mem_valid,  
output reg mem_to_dma_enable,  
output reg cpu_to_dma_enable,  
output reg dma_to_cpu_valid,  
output reg [3:0] mem_data_in,
output reg [7:0] cpu_data_in
);
reg[7:0]BUF1[7:0];
reg[7:0]BUF2[7:0];
reg [2:0]mem_write;
reg [2:0]cpu_write;
reg mem_write_high;
reg buf_input;
always@(posedge clk)
begin
    if(!resetn)
    begin
        if(mode==1'b1)
        begin
            dma_to_mem_valid<=0;
            mem_to_dma_enable<=0;
            cpu_to_dma_enable<=1;
            dma_to_cpu_valid<=0;
        end
        else
        begin
            dma_to_mem_valid<=0;
            mem_to_dma_enable<=1;
            cpu_to_dma_enable<=0;
            dma_to_cpu_valid<=0;
        end
        buf_input=1'b0;
        mem_write_high<=0;
        mem_write=3'b0;
        cpu_write=3'b0;
        mem_data_in=0;
        cpu_data_in=0;
    end
    else
    begin
        case ({cpu_to_dma_enable,dma_to_cpu_enable,mem_to_dma_enable,dma_to_mem_enable})
            4'b1000: 
            begin
                if(cpu_to_dma_valid)
                begin
                    if(buf_input==1'b0)
                    begin
                        BUF1[cpu_write]<=cpu_data_in;
                        if(cpu_write==3'd7)
                        begin
                            cpu_to_dma_enable<=0;
                            dma_to_mem_valid<=1;
                            cpu_write<=3'd0;
                            buf_input<=1'b1;
                        end
                        else
                        begin
                            cpu_write<=cpu_write+1;
                        end
                    end
                    else 
                    begin
                        BUF2[cpu_write]<=cpu_data_in;
                        if(cpu_write==3'd7)
                        begin
                            cpu_to_dma_enable<=0;
                            dma_to_mem_valid<=1;
                            cpu_write<=3'd0;
                            buf_input<=1'b0;
                        end
                        else
                        begin
                            cpu_write<=cpu_write+1;
                        end
                    end
                end
            end 
            4'b0100: 
            begin
                if(dma_to_cpu_valid)
                begin
                    if(!buf_input==1'b0)
                    begin
                        cpu_data_in<=BUF1[cpu_write];
                        if(cpu_write==3'd7)
                        begin
                            dma_to_cpu_valid<=0;
                            mem_to_dma_enable<=1;
                            cpu_write<=3'd0;
                            buf_input<=~1'b1;
                        end
                        else
                        begin
                            cpu_write<=cpu_write+1;
                        end
                    end
                    else 
                    begin
                        cpu_data_in<=BUF2[cpu_write];
                        if(cpu_write==3'd7)
                        begin
                            dma_to_cpu_valid<=0;
                            mem_to_dma_enable<=1;
                            cpu_write<=3'd0;
                            buf_input<=~1'b0;
                        end
                        else
                        begin
                            cpu_write<=cpu_write+1;
                        end
                    end
                end
            end
            4'b0010: 
            begin
                if(mem_to_dma_valid)
                begin
                    if(buf_input==1'b0)
                    begin
                        if(mem_write_high)
                        begin
                            BUF1[cpu_write][7:4]<=mem_data_in;
                            if(cpu_write==3'd7&mem_write_high)
                            begin
                                mem_to_dma_enable<=0;
                                dma_to_cpu_valid<=1;
                                buf_input<=1'b1;
                                mem_write_high<=~mem_write_high;
                            end
                        end
                        else
                        begin
                            BUF1[cpu_write][3:0]<=mem_data_in;
                            mem_write_high<=~mem_write_high;
                        end                            
                        begin
                            if(mem_write_high)
                                cpu_write<=cpu_write+1;
                        end
                    end
                    else 
                    begin
                        if(mem_write_high)
                        begin
                            BUF2[cpu_write][7:4]<=mem_data_in;
                            if(cpu_write==3'd7&mem_write_high)
                            begin
                                mem_to_dma_enable<=0;
                                dma_to_cpu_valid<=1;
                                buf_input<=1'b0;
                            end
                            mem_write_high<=~mem_write_high;
                        end
                        else
                        begin
                            BUF2[cpu_write][3:0]<=mem_data_in;
                            mem_write_high<=~mem_write_high;
                        end                
                        begin
                            if(mem_write_high)
                                cpu_write<=cpu_write+1;
                        end
                    end
                end
            end 
            4'b0001: 
            begin
                if(dma_to_mem_valid)
                begin
                    if(!buf_input==1'b0)
                    begin
                        if(mem_write_high)
                        begin
                            mem_data_in<= BUF1[cpu_write][7:4];
                            if(cpu_write==3'd7&mem_write_high)
                            begin
                                dma_to_mem_valid<=0;
                                cpu_to_dma_enable<=1;
                                buf_input<=~1'b1;
                            end
                            mem_write_high<=~mem_write_high;
                        end
                        else
                        begin
                            mem_data_in<= BUF1[cpu_write][3:0];
                            mem_write_high<=~mem_write_high;
                        end                            
                        begin
                            if(mem_write_high)
                                cpu_write<=cpu_write+1;
                        end
                    end
                    else 
                    begin
                        if(mem_write_high)
                        begin
                            mem_data_in<= BUF2[cpu_write][7:4];
                            mem_write_high<=~mem_write_high;
                        end
                        else
                        begin
                            mem_data_in<=BUF2[cpu_write][3:0];
                            if(cpu_write==3'd7&mem_write_high)
                            begin
                                dma_to_mem_valid<=0;
                                cpu_to_dma_enable<=1;
                                buf_input<=~1'b0;
                            end
                            mem_write_high<=~mem_write_high;
                        end                
                        begin
                            if(mem_write_high)
                                cpu_write<=cpu_write+1;
                        end
                    end
                end
            end 
            default: 
            ;
        endcase
    end
end
endmodule
==> impl_metrics.py <==
# Generated from Yosys and OpenROAD reports
metrics = {
    "run_status": {
        "status": "finished clean",
    },
    "power_and_ir_drop": {
        "power_density_mw_per_mm2": 494,
        "ir_worst_vdd_mv": 0.305,
        "finalPower_mw": 3.81,
        "p_leak_nw": 2.23,
    },
    "grt": {
        "antenna_found_initial": 0,
        "grt_max_degree": 33,
        "grt_pass1_wl_um": 23900,
        "grt_pass1_vias": 4115,
        "grtUsageTotal_pct": 25.4,
        "grt_overflow": 0,
    },
    "clock_tree": {
        "cts_max_level": 4,
        "clock_latency_ps": 420,
        "cts_made_buffers": 17,
        "cts_resized": 0,
        "clk_path_buf_depth": 2,
        "clock_sinks": 152,
        "postCtsHoldBufs": 0,
        "clk_pin_slew_ps": 60,
        "post_cts_buffers": 0,
        "cts_root_buf": "clkbuf_16",
        "cts_tree": "yes",
    },
    "routing": {
        "via_per_inst": 5.96,
        "drc": 0,
        "routed_wl_um": 15700,
        "met3WireLength_um": 1400,
        "routedWlPerCell_um": 22.5,
        "dr.pass1.iters": 7,
        "wl_met1_um": 6630,
        "num_vias": 4167,
        "met2_length_um": 7160,
        "highest_layer": "met4",
        "final_antenna_net_count": 0,
        "antenna_cells": 0,
        "drt_iter0_drc": 361,
    },
    "final_timing": {
        "hold_violations": 0,
        "drv_slew": 0,
        "relSlewSlack_pct": 41.6,
        "finalSetupViolations": 0,
        "period_used_pct": 81.8,
        "worst_pin_slew_ps": 874,
        "tns_ps": 0,
        "max_freq_mhz": 349,
        "period_minus_slack_ps": 2860,
        "fin_skew_ps": 9.51,
        "rsz0062_at_grt": "false",
    },
    "worst_setup_path": {
        "cp-end-kind": "flip-flop",
        "critPathArrivalTime_ps": 2930,
        "crit_required_ps": 3570,
        "path_max_fanout": 8,
        "startpoint_type": "input port",
        "crit_type": "in2reg",
    },
    "synth": {
        "synth_cell_types": 56,
        "synth-seq-cells": 152,
        "ys.flop_type": "edfxtp_1",
        "yosys_warnings": 1,
        "yosysMostFrequentCell": "edfxtp_1",
        "top_cell_area_share_pct": 57.8,
        "yosysSeqAreaShare_pct": 64.3,
        "async_flop_share_pct": 0,
        "topCellsByArea": "edfxtp_1, mux2i_1, dfxtp_1, mux2_2, nor2_1",
        "synthesis.area_mm2": 0.00675,
        "ys_cells": 485,
        "synthTopCellsByCount": "edfxtp_1, mux2i_1, nor2_1, mux2_2, dfxtp_1",
        "synth-edff-count": 130,
        "yosysChipArea_mm2": 0.00675,
        "synthCells": 485,
        "postSynthAreaPerCell_um2": 13.9,
        "yosysTopAreaCell": "edfxtp_1",
    },
    "flow_run": {
        "tool_warnings": 38,
        "maxCapViolCount": 0,
    },
    "floorplan": {
        "dieArea_mm2": 0.0140,
        "initCoreUtil_pct": 51.2,
        "die_h_um": 118,
        "core_area_mm2": 0.0132,
        "fp.dieW_um": 118,
        "rows": 42,
        "ios": 35,
    },
    "place": {
        "placed_cell_area_mm2": 0.00714,
        "dp_hpwl_um": 11000,
        "routabilityCongestion": 0.868,
        "io_buffers": 22,
    },
    "min_path": {
        "hold_class": "reg2reg",
    },
    "layout": {
        "fillCellCount": 1037,
        "area_delta_synth_final_pct": 14.1,
        "layout-drive-gt1-share_pct": 16.6,
        "fin_util_pct": 58.4,
        "final_area_mm2": 0.00770,
    },
}
==> placed cells by master (no fill, tap or decap), types with 3 or more instances in the layout <==
cell type,instances
clkbuf_16,17
o21ai_0,14
o22ai_1,4
a31oi_1,7
o31ai_1,3
clkinv_2,3
nor2_1,47
or3b_1,3
a21boi_0,3
a221oi_1,8
nand3b_1,8
nand2_1,17
nand3_1,4
clkinvlp_4,3
nand2b_1,6
inv_6,5
dfxtp_1,20
mux2_2,28
nor2b_1,9
buf_4,14
o2111ai_1,4
clkdlybuf4s50_1,22
ha_1,3
o211ai_1,3
a211oi_1,4
edfxtp_1,130
inv_1,4
mux2i_1,54
a22oi_1,14
and2_1,4
a22o_1,5
a21oi_1,14
==> kinds of logic after synthesis <==
family	share of synthesized area [%]
and+or+nand+nor	9.13
AOI/OAI and AO/OA	10.6
xor gates and xnor gates	0.130
adders and majority gates	0.556
muxes	12.7
DFF	64.3
buffers and inverters	2.61
==> critical path, cell delays in order <==
cell             delay, ps
clkdlybuf4s50_1        460
nor4b_4                410
nand3_2                200
o21ai_0                420
nand2b_1               310
nor2_1                 420
==> stage by stage <==
step                hold slack [ps]  instances  worst slack (ps)
finish                          556        699               636
global route                    587        699               492
CTS                             562        699               704
detailed placement              553        667               284
global placement                550        667               346
floorplan                       458        485              1170
==> final cells by class <==
| cell class | instances | area [um^2] | area share (%) |
|---|---|---|---|
| clock buffers | 17 | 425 | 5.52 |
| clock inverters | 15 | 140 | 1.82 |
| inverters | 4 | 15.0 | 0.195 |
| multi-input cells | 299 | 2230 | 29.0 |
| flip-flops and latches | 152 | 4350 | 56.4 |
| well taps | 176 | 220 | 2.86 |
| repair buffers | 36 | 325 | 4.22 |
==> where the power goes <==
part / internal, mW / total (mW) / switching (mW)
Combinational: 0.0498 / 0.118 / 0.0677
Clock: 0.990 / 1.73 / 0.736
Sequential: 1.94 / 1.96 / 0.0195
==> path summary, 6_finish.rpt <==
| kind | start | to | slack [ps] | cells past startpoint |
|---|---|---|---|---|
| worst max register to register | mem_to_dma_enable | BUF1[7][6] | 830 | 5 |
| worst max-delay path | dma_to_mem_enable | BUF1[7][6] | 640 | 6 |
| worst min-delay path | cpu_data_in[6] | cpu_data_in[6] | 560 | 2 |
| worst min register to register | cpu_data_in[6] | cpu_data_in[6] | 560 | 2 |
==> sequential cells by signal, summed over array words and instances (netlist names), 3 cells and up, named ones only <==
| register | count |
|---|---|
| BUF1 | 64 |
| mem_data_in | 4 |
| BUF2 | 64 |
| cpu_write | 3 |
| cpu_data_in | 8 |
==> per-layer routing <==
metal	global-route usage, %	vias up
met1	40.3	2022
met5	0	-
met2	36.9	169
met3	9.40	37
met4	5.85	0
li1	-	1939
Power figures rest on the tool's default switching activity, not on a simulated workload.
